==> /design/flow/design.v <==
module TFlipFlop (enable, clk, Q, reset);
	input clk, enable, reset;
	output reg Q;
	always @(posedge clk)
	if (reset) begin  
		if (enable) 
			Q <= !Q;  
	end else  
		Q = 0;  
endmodule 
module RateDivider (clk, pulse, gameOver, reset);
	input clk, reset;  
	output reg pulse;  
	input gameOver;  
	reg [25:0]counter;  
	always@(posedge clk) begin
		if (reset) begin  
			if (~gameOver) begin  
				if (pulse)  
					counter <= 26'b0;  
				else
					counter <= counter + 1'b1;  
				pulse <= (counter == 26'd49999999);  
			end  
		end  
		else  
			pulse <= 1;  
	end  
endmodule
module DisplayCounter(enable, clk, H, gameOver, reset);
	input enable, clk, reset;  
	output [4:0]H;  
	output reg gameOver;
	wire [4:0]W; 
	wire [3:0]A;
	TFlipFlop C0 (enable, clk, W[0], reset);
	assign A[0] = W[0] & enable;
	TFlipFlop C1 (A[0], clk, W[1], reset);
	assign A[1] = W[1] & A[0];
	TFlipFlop C2 (A[1], clk, W[2], reset);
	assign A[2] = W[2] & A[1];
	TFlipFlop C3 (A[2], clk, W[3], reset);
	assign A[3] = W[3] & A[2];
	TFlipFlop C4 (A[3], clk, W[4], reset);
	assign H = W;
	always@(clk) begin
		gameOver = (H == 5'b11110);  
	end 
endmodule
module SSDecoder (Hin, H7, H6);
	input [4:0]Hin;
	output reg [6:0]H7, H6;
	always@ (*)
		case (Hin)
			5'b00000 : begin 
				H6 = 7'b1000000;  
				H7 = 7'b0110000;  
			end 5'b00001 : begin
				H6 = 7'b0011000;  
				H7 = 7'b0100100;  
			end 5'b00010 : begin
				H6 = 7'b0000000;  
				H7 = 7'b0100100;  
			end 5'b00011 : begin
				H6 = 7'b1111000;  
				H7 = 7'b0100100;  
			end 5'b00100 : begin
				H6 = 7'b0000011;  
				H7 = 7'b0100100;  
			end 5'b00101 : begin
				H6 = 7'b0010010;  
				H7 = 7'b0100100;  
			end 5'b00110 : begin
				H6 = 7'b0011001;  
				H7 = 7'b0100100;  
			end 5'b00111 : begin
				H6 = 7'b0110000;  
				H7 = 7'b0100100;  
			end 5'b01000 : begin
				H6 = 7'b0100100;  
				H7 = 7'b0100100;  
			end 5'b01001 : begin
				H6 = 7'b1001111;  
				H7 = 7'b0100100;  
			end 5'b01010 : begin
				H6 = 7'b1000000;  
				H7 = 7'b0100100;  
			end 5'b01011 : begin
				H6 = 7'b0011000;  
				H7 = 7'b1001111;  
			end 5'b01100 : begin
				H6 = 7'b0000000;  
				H7 = 7'b1001111;  
			end 5'b01101 : begin
				H6 = 7'b1111000;  
				H7 = 7'b1001111;  
			end 5'b01110 : begin
				H6 = 7'b0000011;  
				H7 = 7'b1001111;  
			end 5'b01111 : begin
				H6 = 7'b0010010;  
				H7 = 7'b1001111;  
			end 5'b10000 : begin
				H6 = 7'b0011001;  
				H7 = 7'b1001111;  
			end 5'b10001 : begin
				H6 = 7'b0110000;  
				H7 = 7'b1001111;  
			end 5'b10010 : begin
				H6 = 7'b0100100;  
				H7 = 7'b1001111;  
			end 5'b10011 : begin
				H6 = 7'b1001111;  
				H7 = 7'b1001111;  
			end 5'b10100 : begin
				H6 = 7'b1000000;  
				H7 = 7'b1001111;  
			end 5'b10101 : begin
				H6 = 7'b0011000;  
				H7 = 7'b1000000;  
			end 5'b10110 : begin
				H6 = 7'b0000000;  
				H7 = 7'b1000000;  
			end 5'b10111 : begin
				H6 = 7'b1111000;  
				H7 = 7'b1000000;  
			end 5'b11000 : begin
				H6 = 7'b0000011;  
				H7 = 7'b1000000;  
			end 5'b11001 : begin
				H6 = 7'b0010010;  
				H7 = 7'b1000000;  
			end 5'b11010 : begin
				H6 = 7'b0011001;  
				H7 = 7'b1000000;  
			end 5'b11011 : begin
				H6 = 7'b0110000;  
				H7 = 7'b1000000;  
			end 5'b11100 : begin
				H6 = 7'b0100100;  
				H7 = 7'b1000000;  
			end 5'b11101 : begin
				H6 = 7'b1001111;  
				H7 = 7'b1000000;  
			end 5'b11110 : begin
				H6 = 7'b1000000;  
				H7 = 7'b1000000;  
			end
			default: begin
				H6 = 7'b1111111;  
				H7 = 7'b1111111;  
			end
		endcase
endmodule 
module Timer (HEX7, HEX6, HEX5, HEX4, HEX3, HEX2, HEX1, HEX0, CLOCK_50, LEDG, KEY);
	input CLOCK_50;  
	input [1:0]KEY;
	output [6:0]HEX7, HEX6, HEX5, HEX4, HEX3, HEX2, HEX1, HEX0;
	output [8:0]LEDG;
	wire gameOver, pulse;
	wire [4:0]Q;
	RateDivider R0 (CLOCK_50, pulse, gameOver, KEY[0]);
	DisplayCounter D1(pulse, CLOCK_50, Q, gameOver, KEY[0]);  
	SSDecoder S0(Q, HEX7, HEX6);
	assign HEX5 = 7'b1111111;  
	assign HEX4 = 7'b0010010;  
	assign HEX3 = 7'b1000111;  
	assign HEX2 = 7'b0000110;  
	assign HEX1 = 7'b0001110;  
	assign HEX0 = 7'b0000111;  
	assign LEDG[8] = gameOver;  
endmodule
==> /design/flow/run.sh <==
#!/bin/bash
# OpenROAD 26Q1-2900-gdf79404cd8, Yosys 0.63+post, stock flow scripts
make -C /OpenROAD-flow-scripts/flow DESIGN_CONFIG=/design/flow/config.mk WORK_HOME=/design/flow/orfs finish
==> /design/flow/config.mk <==
export PLATFORM = sky130hd
export DESIGN_NAME = Timer
export DESIGN_NICKNAME = Timer
export VERILOG_FILES = /design/flow/design.v
export SDC_FILE = /design/flow/constraint.sdc
export NUM_CORES = 4
export LEC_CHECK = 1
export CORE_AREA = 10 10 113 113
export DIE_AREA = 0 0 123 123
==> /design/flow/constraint.sdc <==
current_design Timer

set clk_period 5.4
set clk_io_pct 0.2

create_clock -name clk0 -period $clk_period [get_ports {CLOCK_50}]

set non_clock_inputs [all_inputs -no_clocks]
set_input_delay [expr $clk_period * $clk_io_pct] -clock clk0 $non_clock_inputs
set_output_delay [expr $clk_period * $clk_io_pct] -clock clk0 [all_outputs]
==> Changelog: implementation <==
## Flow update

- Run status: completed
- Post-synth seq share: 0.336
- DP Worst Slack: 2210 ps
- Max incr delay on CP: 520 ps
- Max IR drop VDD: 95.9 uV
- Share of post-route cells with drive strength above 1: 0.0698
- DRC: 0
- WL/cell: ~12 um
- Gr usage total: 0.0683
- Area delta synth->final: 7.42%
- Core Region: between 0.01 and 0.015 mm2
- Endpoints failing hold: 0
- Crit path DRT: roughly 4300 ps
- I/O Pins: between 60 and 70
- Pwr dens: 213 mW/mm2
- Routed Antenna Nets: 0
- CP top delay family: buffers and inverters
- CP max FO: 9
- Min Hold Slack: 656 ps
- Via Count: 2,011
- Global placement routability congestion: around 0.86
- Post-Route Utilization: 0.279
- H-tree lvl count: 2
- Slack of the critical path: 1900 ps
- Reg power frac: 0.493
- Worst path cell trace: inv_1 > ha_1 > nor2_1 > nand3b_1 > o21ai_0 > a21oi_1 > clkdlybuf4s50_1
- FP Util: 0.260
- Antenna violations before repair: 0
- Post-CTS Resized: 0
- Iter 0 DRT Violations: between 100 and 150
- First-pass GRT wire length: 8750 um
- FMAX: ~290 MHz
- Worst path depth: 7
- Postcts setup bufs: 0
- HP Class: flip-flop to flip-flop
- Clk slew on worst S/H paths: 70 ps
- Grt total ovfl: 0
- Yosys cell types: roughly 48
- Top FF cell, synth: edfxtp_1
- Setup-failing EPs final: 0
- Drt pass-1 iters: 4
- HPWL after DPL: 3780 um
- Period utilisation layout: 0.649
- Setup crit end kind: primary output
- Width of the die: 123 um
- Ys async rst share: 0
- CP arrival: 2420 ps
- Setup_tns: 0 ps
- Area of the mapped netlist: 0.00268 mm2
- CTS sink cnt: 32
- Cts hold-fix bufs: 0
- Reg2Reg Depth: 4
- Final min period: 3500 ps
- I/O Buffers: 16
- CTS root buffer: clkbuf_8
- Largest net degree at the start of global routing: 32
- Die Y-Extent: 123 um
- Comb pwr share: 0.123
- CP startpoint kind: flip-flop
- Cell-internal power: 463 uW
- Number of enable flip-flop cells: 26
- Worst hold path startpoint: R0.counter[6]
- TritonCTS Buffers: 5
- Syn Inst Count: 308
- Max Root-Sink Buffers: 2
- WL final: 5420 um
- Worst slew pin tran: 592 ps
- Max Cap Viol: 0
- R2r startpoint: D1.C4.Q
- Worst-Skew Late Latency: 290 ps
- Yosys stat chip area: 0.00268 mm2
- Inserted Diodes: 0
- Slew Limit Headroom: 0.605
- Switching share of power: 0.245
- Vias in the first global route: 1,855
- Setup repair after global routing missed its margin: no
- R2r endpoint: R0.counter[13]
- Log Warnings: 30
- Die area: 0.0151 mm2
- Synthesis Warnings: 12
- Hold path endpoint: R0.counter[6]
- Hold depth: 2
- Worst-case clock skew: 6.83 ps
- FF-to-FF setup slack: 3260 ps
- Clk pwr share: 0.384
- Row count: 37
- Leakage power: between 0.001 and 0.0015 uW
- CP max-delay cell: dfxtp_1
- Synth flops: 32
- Via-per-instance ratio: 4.46
- P_sw: 150 uW
- CTS tree: yes
- Number of buffers and inverters on the critical path: 2
- Mapped Avg Cell Area: 8.71 um2
- Yosys cell count: a little over 300
- Slew Viols, Final: 0
- Critical path type: flip-flop to primary output
[metrics by stage]
stage | instance area (um2) | total power [uW] | cells
3_3_place_gp | 2760 | 383 | 443
6_report | 2880 | 613 | 451
2_1_floorplan | 2860 | 378 | 356
5_1_grt | 2880 | 646 | 451
4_1_cts | 2880 | 620 | 451
3_5_place_dp | 2760 | 384 | 443
[cell usage after synthesis, types with 2 or more instances]
library cell / n / area (um2)
a21oi_1: 22 / 110
or4b_1: 2 / 20.0
edfxtp_1: 26 / 781
o41ai_1: 2 / 17.5
nor2_1: 22 / 82.6
clkbuf_1: 10 / 37.5
ha_1: 7 / 87.6
and4_1: 4 / 35.0
inv_1: 5 / 18.8
and3_1: 4 / 25.0
nand2_1: 25 / 93.8
nor2b_1: 3 / 18.8
buf_1: 2 / 7.51
nand2b_1: 4 / 25.0
or4_1: 3 / 22.5
o21ai_0: 19 / 95.1
nand4_4: 3 / 63.8
nand3_1: 13 / 65.1
buf_4: 54 / 405
xor2_1: 13 / 114
nand4_1: 8 / 50.1
nor3_1: 3 / 15.0
and2_1: 6 / 37.5
buf_2: 3 / 15.0
a311oi_1: 3 / 26.3
xnor2_1: 5 / 43.8
or3_1: 6 / 37.5
nand3b_1: 3 / 22.5
conb_1: 2 / 7.51
o31ai_1: 2 / 15.0
dfxtp_1: 6 / 120
o221ai_1: 2 / 17.5
[worst register-to-register path: stages (launching register included)]
cell     delay, ps
dfxtp_1        700
inv_1          270
nor3_1         550
nor2b_2         80
buf_4          260
[per-layer routing]
layer / track usage / part of all wire / up-vias
met5: 0 / 0 / -
met4: 0.00801 / 0.013 / 0
met3: 0.0185 / 0.062 / 7
met2: 0.106 / 0.45 / 59
met1: 0.0973 / 0.48 / 935
li1: - / - / 1010
[power groups by stage]
stage         clock, uW  sequential (uW)  combinational, uW
finish              235              302               75.6
CTS                 241              302               77.7
global route        253              304               88.4
[layout make-up]
type	instances	area, um2
timing repair buffer	20	190
sequential	32	901
clock buffer	8	121
multi-input combinational	250	1480
inverter	5	18.8
fill	1074	7440
tap	136	170
[cell families after synthesis]
| logic type | Yosys count | synth area share |
|---|---|---|
| muxes | 2 | 0.00793 |
| other | 2 | 0.00280 |
| adders and majority gates | 8 | 0.0364 |
| xor gates and xnor gates | 18 | 0.0588 |
| DFF | 32 | 0.336 |
| AOI/OAI and AO/OA | 57 | 0.130 |
| and+or+nand+nor | 115 | 0.248 |
| buffers and inverters | 74 | 0.181 |
[registers in the layout, indices dropped and copies added, names as in the netlist]
signal,flops
D1.C4.Q,1
R0.counter,26
R0.pulse,1
D1.C1.Q,1
D1.C3.Q,1
D1.C0.Q,1
D1.C2.Q,1
[placed cells by master, fill, tap and decap left out, types with 4 or more instances in the layout]
master,n
a21oi_1,22
and2_1,6
and3_1,4
and4_1,4
buf_4,4
clkbuf_8,7
clkdlybuf4s50_1,16
conb_1,50
dfxtp_1,6
edfxtp_1,26
ha_1,7
inv_1,5
nand2_1,25
nand2b_1,4
nand3_1,13
nand4_1,8
nor2_1,22
o21ai_0,19
or3_1,6
xnor2_1,5
xor2_1,13
[worst max path at each step]
stage / startpoint / end / slack (ps)
CTS: D1.C0.Q / HEX6[6] / 1870
finish: D1.C0.Q / HEX6[6] / 1900
global route: D1.C0.Q / HEX6[6] / 1680
Power and IR drop assume default switching activity.
